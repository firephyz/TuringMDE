==> flow/design.v <==
module turing_machine(execute, execute_is_done, print_start, print_done, mem_access, mem_io_pin, mem_rw, mem_addr, head_loc, head_dir, move_head, state_access, state_addr, state_in, clk, rst, state);
	parameter TURING_MEMORY_SIZE = 1024;
	parameter SYM_BLANK = 	2'b00,
				 SYM_ZERO = 	2'b01,
				 SYM_ONE = 		2'b10,
				 SYM_HASH = 	2'b11;
	parameter LEFT = 	1'b0,
				 RIGHT = 1'b1;
	parameter STATE_PRINT = 	3'h0,
				 STATE_READ = 		3'h1,
				 STATE_FETCH = 	3'h2,
				 STATE_WRITE = 	3'h3,
				 STATE_UPDATE = 	3'h4,
				 STATE_DONE = 		3'h5;
	input clk, rst;
	input execute;
	output reg execute_is_done;
	input 		print_done;	 
	inout [1:0] mem_io_pin;  
	reg [1:0]   mem_out;
	input [10:0] mem_addr;  
	input 		mem_access;  
	input 		mem_rw,  
					state_access;  
	input [10:0] state_in;
	input [10:0] state_addr;  
	output wire [9:0] head_loc;  
	input 		head_dir;	 
	input 		move_head;  
	output reg	print_start;  
	reg [10:0] 	index;  
	reg [1:0] 	memory[TURING_MEMORY_SIZE - 1:0];  
	reg [10:0] 	t_states[2047:0];
	output reg [2:0] 	state;  
	reg [2:0] 	next_state;
	reg [1:0]	read;
	reg [9:0] 	head;
	reg [7:0]	t_state;  
	reg [10:0] 	instr;
	assign mem_io_pin = mem_rw ? mem_out : 2'bZ;
	assign head_loc = head;
	always@(posedge clk or negedge rst) begin
		if(rst == 0) begin
			state <= STATE_PRINT;
		end
		else begin
			state <= next_state;
		end
	end
	always@(posedge clk or negedge rst) begin
		if(rst == 0) begin
			read <= 0;
			head <= TURING_MEMORY_SIZE / 2;
			instr <= 0;
			t_state <= 0;
			print_start <= 0;
			execute_is_done <= 0;
			for(index = 0; index < TURING_MEMORY_SIZE; index = index + 1) begin
				if(index == TURING_MEMORY_SIZE / 2)
					memory[index] <= SYM_BLANK;
				else
					memory[index] <= SYM_BLANK;
			end
		end
		else begin
			if(execute) begin
				case(state)
					STATE_PRINT: begin
						print_start <= 1;
						execute_is_done <= 0;
					end
					STATE_READ: begin
						print_start <= 0;
						read <= memory[head];
					end
					STATE_FETCH: 	instr <= t_states[{t_state, read}];
					STATE_WRITE: 	memory[head] <= instr[10:9];
					STATE_UPDATE: begin
						if(instr[8] == RIGHT) head <= head + 10'b1;
						else head <= head - 10'b1;
						t_state <= instr[7:0];
						execute_is_done <= 1;
					end
					STATE_DONE: begin
						print_start <= 0;
						read <= 0;
						instr <= 0;
						head <= head;
						t_state <= 0;
						execute_is_done <= 1;
					end
					default:;
				endcase
			end
			else if(move_head) begin
				head <= head_dir == 0 ? head + 10'b1 : head - 10'b1;
			end
			else if(state_access) begin
				t_states[state_addr] <= state_in;
			end
			if(mem_access) begin
				if(mem_rw)
					mem_out <= memory[mem_addr];
				else begin
					memory[mem_addr] <= mem_io_pin;
					head <= head_dir == 0 ? head + 10'b1 : head - 10'b1; 
				end
			end
		end
	end
	always@(*) begin
		if(execute && state != STATE_DONE) begin
			case(state)
				STATE_PRINT: begin
					if(print_done) next_state = STATE_READ;
					else next_state = STATE_PRINT;
				end
				STATE_READ: next_state = STATE_FETCH;
				STATE_FETCH: next_state = STATE_WRITE;
				STATE_WRITE: next_state = STATE_UPDATE;
				STATE_UPDATE: begin
					if(instr[7:0] == 8'hFF) next_state = STATE_DONE;
					else next_state = STATE_PRINT;
				end
				default: next_state = STATE_PRINT;
			endcase
		end
		else
			if(state == STATE_DONE)
				next_state = STATE_DONE;
			else
				next_state = STATE_PRINT;
	end
endmodule
==> flow/run.sh <==
#!/bin/bash
# OpenROAD 26Q1-2900-gdf79404cd8, Yosys 0.63+post, stock flow scripts
make -C /OpenROAD-flow-scripts/flow DESIGN_CONFIG=/design/flow/config.mk WORK_HOME=/design/flow/orfs finish
==> flow/config.mk <==
export PLATFORM = sky130hd
export DESIGN_NAME = turing_machine
export DESIGN_NICKNAME = turing_machine
export VERILOG_FILES = /design/flow/design.v
export SDC_FILE = /design/flow/constraint.sdc
export NUM_CORES = 4
export LEC_CHECK = 1
export CORE_UTILIZATION = 40
==> flow/constraint.sdc <==
current_design turing_machine

set clk_period 76.0
set clk_io_pct 0.2

create_clock -name clk0 -period $clk_period [get_ports {clk}]

set non_clock_inputs [all_inputs -no_clocks]
set_input_delay [expr $clk_period * $clk_io_pct] -clock clk0 $non_clock_inputs
set_output_delay [expr $clk_period * $clk_io_pct] -clock clk0 [all_outputs]
==> flow_metrics.tcl <==
# implementation run metrics
set metrics [dict create \
    dp_cells 64900 \
    synth-area-yosys_sq_um 561000 \
    clock_path_buffers 6 \
    cts_max_level 7 \
    ys_cells 42200 \
    status "did not finish" \
    top_area_cell "edfxtp_1" \
    stop_error "[error] [KeplerFormal.cpp:679] Workflow failed: Iso has multiple drivers: .mem_io_pin0, mem_io_pin[0]$_DFFE_PP_.Q0" \
    synth_area_per_cell_sq_um 13.3 \
    cts-root-buf "clkbuf_16" \
    place_congestion 1.94 \
    ys.flop_type "edfxtp_1" \
    fp.dieH_microns 1190 \
    yosysTopAreaCellShare_pct 60.3 \
    synth_seq_share_pct 69.5 \
    clock-sinks 13400 \
    synth.top_cells.by_area "edfxtp_1 60%, dfrtp_1 9.3%, a22oi_1 6.7%, mux2i_1 3.2%, nor2_1 2.5%" \
    cts-hold-fix-buffers 0 \
    syn_inst 42200 \
    hpwl_microns 4990000 \
    place_area_sq_um 640000 \
    num_rows 434 \
    fp_util_pct 40.2 \
    syn_area_sq_um 561000 \
    synth_warnings 4 \
    io_pins 59 \
    synth-edff-count 11300 \
    cts_setup_buffers 0 \
    synthDistinctLibCells 97 \
    cts_buffers 1526 \
    stop_stage "clock tree synthesis (4_1_cts)" \
    pre_cts_ws_ps 54080 \
    cts_resized 0 \
    die_width_microns 1190 \
    numPortBuffers 55 \
    ys_async_sr_fraction_pct 15.6 \
    synth_flops 13400 \
]
[metrics by stage]
stage | hold slack, ps | power (mW)
after detailed placement | 486 | 11.2
after global placement | 484 | 11.4
after floorplan | 440 | 8.86
[cell families after synthesis]
group	Yosys count	synth area share, %
DFF	13400	69.5
buffers and inverters	3062	2.23
and+or+nand+nor	12100	9.95
xor gates and xnor gates	17	0.0265
adders and majority gates	5	0.0111
muxes	1793	3.20
AOI/OAI and AO/OA	11800	15.0
[cell usage after synthesis, types with 38 or more instances]
cell,count
nor4bb_1,48
a221oi_1,321
nor4b_1,45
buf_1,465
o21ai_0,1674
a31oi_1,224
clkbuf_1,2004
mux2i_1,1786
nand2_1,3734
and3_1,151
o2111ai_1,75
a22o_1,748
a22oi_1,5008
a21oi_1,1349
nor4_1,540
nor2_1,3783
a211oi_1,65
a2111oi_0,105
and4_1,121
buf_4,67
or4_1,115
buf_2,484
a32oi_1,810
o211ai_1,83
nand2b_1,58
nand4_1,815
a32o_1,126
nor3_1,1376
nand4b_1,38
a41oi_1,40
edfxtp_1,11300
nand3_1,945
a221o_1,94
o22ai_1,486
nor2b_1,57
dfrtp_1,2083
a222oi_1,302
Power and IR drop assume default switching activity.
