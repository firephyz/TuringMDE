[config.mk]
export PLATFORM = sky130hd
export DESIGN_NAME = keyboard_wrapper
export DESIGN_NICKNAME = keyboard_wrapper
export VERILOG_FILES = /design/flow/design.v
export SDC_FILE = /design/flow/constraint.sdc
export NUM_CORES = 4
export LEC_CHECK = 1
export CORE_UTILIZATION = 40
[constraint.sdc]
current_design keyboard_wrapper

set clk_period 5.4
set clk_io_pct 0.2

create_clock -name clk0 -period $clk_period [get_ports {PS2_CLOCK}]
create_clock -name clk1 -period $clk_period [get_ports {clk}]

set non_clock_inputs [all_inputs -no_clocks]
set_input_delay [expr $clk_period * $clk_io_pct] -clock clk0 $non_clock_inputs
set_output_delay [expr $clk_period * $clk_io_pct] -clock clk0 [all_outputs]
[design.v]
module keyboard_wrapper(keycode, breakcode, is_pressed_yeah, PS2_DATA, PS2_CLOCK, clk, rst, state, keycode_wire, seg0, seg1);
	input clk, rst;
	input PS2_DATA;
	input PS2_CLOCK;
	output wire [7:0] keycode_wire;
	output reg [7:0] keycode;
	output reg [15:0] breakcode;
	output reg [1:0] state;
	reg [1:0] next_state;
	output wire is_pressed_yeah;
	wire is_pressed;  
	parameter 	GET_MAKE 		= 2'h0,
					GET_BREAK		= 2'h1,
					GET_MAKE_END 	= 2'h2,
					INIT				= 2'h3;
	keyboard keyboard(keycode_wire, is_pressed, PS2_DATA, PS2_CLOCK, clk, rst);
	assign is_pressed_yeah = (state == GET_MAKE_END && is_pressed) ? 1 : 0;
	output [6:0] seg0, seg1;
	seven_seg seven_seg0(keycode[3:0], seg0);
	seven_seg seven_seg1(keycode[7:4], seg1);
	initial begin
		state <= GET_MAKE;
	end
	always@(posedge clk) begin
		state <= next_state;
	end
	always@(*) begin
		case(state)
			INIT: begin
				if(is_pressed) begin
					next_state = GET_MAKE;
				end
				else begin
					next_state = INIT;
				end
			end
			GET_MAKE: begin
				if(is_pressed) begin
					next_state = GET_BREAK;
				end
				else begin
					next_state = GET_MAKE;
				end
			end
			GET_BREAK: begin
				if(is_pressed) begin
					next_state = GET_MAKE_END;
				end
				else begin
					next_state = GET_BREAK;
				end
			end
			GET_MAKE_END: begin
				if(is_pressed) begin
					next_state = GET_MAKE;
				end
				else begin
					next_state = GET_MAKE_END;
				end
			end
			default: next_state = GET_MAKE;
		endcase
	end
	always@(posedge clk) begin
		case(state)
			GET_MAKE: begin
				if(is_pressed) keycode <= keycode_wire;
			end
			GET_BREAK: begin
				if(is_pressed) begin
					if(keycode_wire == 8'hF0) begin
						breakcode[15:8] <= keycode_wire;
					end
					else begin
						breakcode <= 0;
						keycode <= 0;
					end
				end
			end
			GET_MAKE_END: begin
				if(is_pressed) breakcode[7:0] <= keycode_wire;
			end
		endcase
	end
endmodule
module keyboard(keycode, is_pressed, PS2_DATA, PS2_CLOCK, clk, rst);
	parameter READY = 2'b00,
				 GRAB  = 2'b01,
				 PARITY = 2'b10,
				 DONE  = 2'b11;
	input clk, rst;
	input PS2_DATA, PS2_CLOCK;
	output reg [7:0] keycode;
	output reg is_pressed;
	reg is_pressed_prev;
	reg [1:0] state;
	reg [2:0] index;
	reg [7:0] data;
	reg did_send_pulse;
	reg counter_start;
	reg [15:0] counter;
	reg ps2_clk_prev;
	wire rst_wire;
	assign rst_wire = rst & !(!is_pressed && is_pressed_prev);
	always@(posedge clk or negedge rst) begin
		if(rst == 0) begin
			counter <= 0;
			counter_start <= 0;
			is_pressed <= 0;
			is_pressed_prev <= 0;
		end
		else begin
			is_pressed_prev <= is_pressed;
			ps2_clk_prev <= PS2_CLOCK;
			if(counter == 16'd50000) is_pressed <= 1;
			else is_pressed <= 0;
			if(!counter_start && !PS2_CLOCK && ps2_clk_prev) begin
				counter_start <= 1;
				is_pressed <= 0;
			end
			else if(counter_start) begin
				counter <= counter + 16'b1;
				if(counter == 16'd50000) begin
					counter <= 0;
					counter_start <= 0;
				end
			end
		end
	end
	always@(negedge PS2_CLOCK or negedge rst_wire) begin
		if(rst_wire == 0) begin
			state <= READY;
			index <= 0;
			keycode <= 0;
			data <= 0;
		end
		else begin
			case (state)
				READY: begin
					state <= GRAB;
				end
				GRAB: begin
					if(index == 7) begin
						data <= (data >> 1) | (PS2_DATA << 7);
						index <= 0;
						state <= PARITY;
					end
					else begin
						data <= (data >> 1) | (PS2_DATA << 7);
						index <= index + 3'b1;
					end
				end
				PARITY: begin
					state <= DONE;
				end
				DONE: begin
					state <= READY;
					keycode <= data;
					data <= 0;
					index <= 0;
				end
			endcase
		end
	end
endmodule
module seven_seg(in,a, b, c, d, e, f, g);
	input [3:0] in;
	output a, b, c, d, e, f, g;
	assign a = !((in[2] & in[1]) | (!in[3] & in[1]) | (in[3] & !in[0]) | (!in[3] & in[2] & in[0]) | (in[3] & !in[2] & !in[1]) | (!in[2] & !in[1] & !in[0]));
	assign b = !((!in[3] & !in[2]) | (!in[3] & in[1] & in[0]) | (!in[3] & !in[1] & !in[0]) | (in[3] & !in[1] & in[0]) | (!in[2] & !in[1]) | (!in[2] & in[1] & !in[0]));
	assign c = !((!in[3] & !in[1]) | (!in[3] & !in[2] & in[1] & in[0]) | (!in[3] & in[2]) | (in[3] & !in[2]) | (!in[1] & in[0]));
	assign d = !((!in[3] & !in[2] & !in[1] & !in[0]) | (!in[3] & !in[2] & in[1]) | (in[2] & !in[1] & in[0]) | (in[3] & !in[1] & !in[0]) | (in[3] & !in[2] & in[1] & in[0]) | (in[2] & in[1] & !in[0]));
	assign e = !((in[1] & !in[0]) | (in[3] & in[2]) | (!in[2] & !in[1] & !in[0]) | (in[3] & in[1]));
	assign f = !((in[3] & !in[2]) | (in[3] & in[1]) | (in[2] & !in[0]) | (!in[3] & !in[1] & !in[0]) | (!in[3] & in[2] & !in[1]));
	assign g = !((!in[3] & !in[2] & in[1]) | (in[1] & !in[0]) | (in[3] & !in[2]) | (in[3] & in[2] & in[0]) | (!in[3] & in[2] & !in[1]));
endmodule
[run.sh]
#!/bin/bash
# OpenROAD 26Q1-2900-gdf79404cd8, Yosys 0.63+post, stock flow scripts
make -C /OpenROAD-flow-scripts/flow DESIGN_CONFIG=/design/flow/config.mk WORK_HOME=/design/flow/orfs finish
==> results.toml <==
# synthesis and place-and-route metrics
[yosys]
netlist.area_leader.share_pct = 25.2
ys_types = 41
flop_cell = "edfxtp_1"
yosys_warnings = 4
ys_ff = 69
async_reset_ff_share_pct = 60.9
syn_area_sq_mm = 0.00298
synthCells = 235
yosys.stat.seqShare_pct = 61.9
synth_area_per_cell_sq_um = 12.7
largest_area_cell = "edfxtp_1"
enable_flop_cells = 25
ys_chip_area_sq_mm = 0.00298
area_leaders = "edfxtp_1 (25%), dfrtn_1 (19%), dfrtp_1 (16%)"
ys_cells = 235

[pwr]
leakagePower_uw = 0.00156
clock_power_share_pct = 38.2
peakVddDrop_v = 0.000218
seq_power_share_pct = 51.7
p_int_uw = 904
power.total_uw = 1200
p_per_area_mw_per_mm2 = 323
switchingPower_uw = 298
p_comb_share_pct = 10.0
swShare_pct = 24.8

[worst_hold_path]
worstHoldPathType = "flop to flop"
min_from = "keyboard.state[1]"
worstHoldPathCells = 0
min_to = "keyboard.state[3]"

[route]
routed_wl_microns = 4790
ant_nets = 0
drc_errors = 0
antennaDiodeCount = 0
dr.pass1.iters = 4
vias_per_cell = 4.50
avgRoutedWirePerCell_microns = 12.1
vias = 1773
drtIter0Drc = 101

[floorplanning]
num_rows = 31
core_region_area_sq_mm = 0.00721
io_pins = 53
fp_util_pct = 41.2
dieHeight_microns = 88.2
die_area_sq_mm = 0.00779
fp.dieW_microns = 88.2

[layout]
syn2layout_area_growth_pct = 25.0
fillers = 638
drive_above_1_share_pct = 14.6

[worst_setup_path]
rr_worst_depth = 3
timing.rr.end = "breakcode[2]"
critPathCaptureType = "output pin"
path_max_fanout = 5
crit_family = "buffers and inverters"
slowest_stage = "clkdlybuf4s50_1"
required_ns = 4.32
r2r_slack_ns = 0.75
path_class = "flop to output pin"
max_stage_delay_ns = 0.49
cp-start-kind = "flop"
worst_ep_arrival_time_ns = 4.03
rr_startpoint = "keyboard.keycode[1]"
cp_cell_sequence = "clkdlybuf4s50_1"
crit_buf_inv = 1

[run]
max_cap_violations = 0
warnings = 30

[sta]
hold_violations = 0
drv_slew = 0
rsz0062_at_grt = "false"
worst_pin_slew_ns = 0.812
setup_tns_ns = 0
setup_violations = 0
skew_ns = 0.0485
slew_headroom_pct = 45.8

[cts]
path_clk_slew_ns = 0.05
cts_resized = 0
cts_hold_buf = 0
cts_tree = "done"
postCtsSetupRepairBufs = 0

[global_routing]
grt_max_degree = 21
first_global_vias = 1706
grt_pass1_wl_microns = 7780
grt.overflow.total = 0
groute.usage.overall_pct = 13.7
antenna_found_initial = 0

[placement]
gp_congestion = 0.772
numPortBuffers = 39
dp_hpwl_microns = 3390

[outcome]
outcome = "finished, final reports clean"
stage by stage:
stage | cells | hold WS (ns) | worst slack [ns] | util (%) | instance area (sq um)
floorplan | 250 | 0.0989 | 0.292 | - | 3030
finish | 394 | 0.299 | 0.288 | 51.5 | 3720
detailed placement | 370 | 0.0989 | 0.676 | 47.7 | 3440
global placement | 370 | 0.0989 | 0.685 | 47.7 | 3440
global route | 394 | 0.305 | 0.199 | 51.5 | 3720
CTS | 394 | 0.301 | 0.263 | 51.5 | 3720
layout by cell type (no fill, tap or decap), drive strengths merged, types with 11 or more instances in the layout:
| cell type | synthesis | final |
|---|---|---|
| clkdlybuf4s50 | 0 | 39 |
| mux2i | 13 | 13 |
| xnor2 | 11 | 11 |
| nor2 | 26 | 26 |
| dfrtp | 19 | 19 |
| clkbuf | 3 | 21 |
| edfxtp | 25 | 25 |
| and2 | 19 | 19 |
| conb | 1 | 16 |
| dfrtn | 22 | 22 |
synth_stat cells, types with 3 or more instances:
cell type   n
ha_1        4
buf_4      14
nand3_1     5
a21oi_1     3
nand2_1    10
xor2_1      4
and2_1     18
xnor2_1    11
inv_1       8
clkbuf_1    3
nor2_2      6
o21ai_0     3
nor2_1     20
mux2i_1    13
nor3_1      6
dfrtp_1    19
dfrtn_1    22
mux2_2      8
nand4_1     7
edfxtp_1   25
state kept, by name, summed over array words and instances (netlist names):
signal,flops
breakcode,16
keyboard.data,8
keycode,8
keyboard.counter_start,1
keyboard.is_pressed_prev,1
keyboard.state,4
state,2
keyboard.ps2_clk_prev,1
keyboard.index,3
keyboard.is_pressed,1
keyboard.counter,16
keyboard.keycode,8
power by group through the flow:
| stage | combinational (uW) | clock, uW | sequential [uW] |
|---|---|---|---|
| after global routing | 140 | 507 | 629 |
| after CTS | 123 | 481 | 622 |
| final | 121 | 460 | 622 |
cell type report:
| class | count | area (sq um) | share of cell area (%) |
|---|---|---|---|
| clock buffer | 21 | 259 | 6.96 |
| clock inverter | 4 | 22.5 | 0.606 |
| inverter | 7 | 26.3 | 0.707 |
| multi-input combinational | 153 | 1030 | 27.6 |
| sequential | 69 | 1840 | 49.6 |
| tap | 99 | 124 | 3.33 |
| timing repair buffer | 41 | 418 | 11.2 |
how the worst max path moves through the flow:
stage                          startpoint         endpoint  slack [ns]  cells after the start
after CTS             keyboard.keycode[4]  keycode_wire[4]        0.26                      1
after global routing  keyboard.keycode[7]  keycode_wire[7]        0.20                      1
final                 keyboard.keycode[4]  keycode_wire[4]        0.29                      1
cells by family after synthesis:
family | share of synthesized area (%)
flops | 61.9
compound gates | 2.23
other cells | 0.126
simple gates | 16.6
fa+ha+maj | 1.68
buf+inv | 5.59
xor+xnor | 4.42
mux | 7.40
routing by layer:
layer / wire length (microns) / share of wire [%] / global-route usage (%)
met4: 74 / 1.5 / 4.11
met1: 2210 / 46 / 20.4
met5: 0 / 0 / 0
met2: 2180 / 46 / 19.5
met3: 317 / 6.6 / 5.30
No activity file was given, so power comes from the tool's default toggle rates.
